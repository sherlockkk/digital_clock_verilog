$ cat run.sh
#!/bin/bash
# OpenROAD 26Q1-2900-gdf79404cd8, Yosys 0.63+post, stock flow scripts
make -C /OpenROAD-flow-scripts/flow DESIGN_CONFIG=/design/flow/config.mk WORK_HOME=/design/flow/orfs finish
$ cat config.mk
export PLATFORM = sky130hd
export DESIGN_NAME = jishi
export DESIGN_NICKNAME = jishi
export VERILOG_FILES = /design/flow/design.v
export SDC_FILE = /design/flow/constraint.sdc
export NUM_CORES = 4
export LEC_CHECK = 1
export CORE_UTILIZATION = 40
$ cat constraint.sdc
current_design jishi

set clk_period 4.1
set clk_io_pct 0.2

create_clock -name clk0 -period $clk_period [get_ports {clk}]
create_clock -name clk1 -period $clk_period [get_ports {f1Hz}]

set non_clock_inputs [all_inputs -no_clocks]
set_input_delay [expr $clk_period * $clk_io_pct] -clock clk0 $non_clock_inputs
set_output_delay [expr $clk_period * $clk_io_pct] -clock clk0 [all_outputs]
$ cat design.v
module jishi(mk,key1,key2,f1Hz,clk,a,b,c,d,e,f,k1); 
input f1Hz,clk;
input [1:0]mk;
input key1,key2;
output [3:0]a,b,c,d,e,f;
output [1:0]k1;
reg		[1:0]k1;
reg    k2;
reg  [3:0]a,b,c,d,e,f;
reg  [3:0]cc,ee,ff;
reg k1k,k2k;
always @(posedge clk) 
begin
	if(mk==2'b10) 
begin	
	if(key1==0) 
		begin
			if(k1k==0)
				begin
					 k1=k1+2'b01; 
				end 
					k1k=1; 
		end		
			else
				k1k=0;
	if(key2==0) 
		begin
			if(k2k==0)
				begin
					k2=1'b1;
				end 
						k2k=1;
		end 
			else
				begin
					k2k=0;
					k2=1'b0;
				end
	end
	cc=c;
	ee=e;
	ff=f;
	if(mk==2'b10&&k1==2'b00||mk==2'b10&&k1==2'b10) 
		if(k2) 
			begin
				cc=cc+4'b0001;
			if(cc==4'b1010)cc=4'b0000; 
			end
	if(mk==2'b10&&k1==2'b01||mk==2'b10&&k1==2'b11) 
		if(k2) 
			begin 
				ee=ee+4'b0001;
				if(ee==4'b1010||f==4'b0010&&ee==4'b0100)begin ee=4'b0000;ff=4'b0000;end 
			end
end
always @(posedge f1Hz) 
begin
	c<=cc;
	e<=ee;
	f<=ff; 
	a<=a+4'b0001; 
	if(a==4'b1001) 
		begin
			a<=4'b0000;
			b<=b+4'b0001;
		end
	if(b==4'b0101&&a==4'b1001) 
		begin
			b<=4'b0000;
			c<=c+4'b0001;
		end
	if(c==4'b1001) 
		begin
			c<=4'b0000;
			d<=d+4'b0001;
		end
	if(d==4'b0101&&c==4'b1001) 
		begin
			d<=4'b0000;
			e<=e+4'b0001;
		end
	if(e==4'b1001) 
		begin
			e<=4'b0000;
			f<=f+4'b0001;
		end
	if(f==4'b0010&&e==4'b0100) 
		begin
			e<=4'b0000;
			f<=4'b0000;
		end
end
endmodule
==> flow_results.xml <==
<?xml version="1.0" encoding="UTF-8"?>
<metrics>
  <group name="yosys">
    <metric name="postSynthRegisterBits" unit="">41</metric>
    <metric name="syn-mean-instance-area" unit="µm²">9.457</metric>
    <metric name="synthesis.instances" unit="">197</metric>
    <metric name="edf_count" unit="">2</metric>
    <metric name="yosys_most_used_dff" unit="">dfxtp_1</metric>
    <metric name="ys.warnings.count" unit="">1</metric>
    <metric name="yosys.area_share.simple" unit="">0.1827</metric>
    <metric name="yosys.area_share.xor_xnor" unit="">0.05171</metric>
    <metric name="yosys.stat.seqShare" unit="">0.4513</metric>
    <metric name="synth-area-yosys" unit="mm²">0.001863</metric>
    <metric name="post_synth_mux_area_share" unit="">0.03425</metric>
    <metric name="netlist_cell_types" unit="">37</metric>
    <metric name="netlist_area" unit="mm²">0.001863</metric>
    <metric name="ys_top_logic_family" unit="">simple AND/OR/NAND/NOR gates</metric>
    <metric name="share_of_async_settable_or_async_resettable_flops_after_synthesis" unit="">0</metric>
    <metric name="yosysCellCount" unit="">197</metric>
    <metric name="synthAoiAreaFrac" unit="">0.1471</metric>
    <metric name="adder_cell_fraction_of_synth_area" unit="">0.1007</metric>
  </group>
  <group name="worst_hold_path">
    <metric name="timing.hold.worst.class" unit="">flop to flop</metric>
  </group>
  <group name="detailed_routing">
    <metric name="drt_pass1_iterations" unit="">4</metric>
    <metric name="viasPerCell" unit="">4.997</metric>
    <metric name="routed-via-count" unit="">1429</metric>
    <metric name="drt_drc_violations_left" unit="">0</metric>
    <metric name="avgRoutedWirePerCell" unit="µm">11.63</metric>
    <metric name="totalWireLength" unit="µm">3325</metric>
    <metric name="ant_nets" unit="">0</metric>
    <metric name="insertedDiodeCount" unit="">0</metric>
    <metric name="dr.first_iter.drc_count" unit="">58</metric>
  </group>
  <group name="clock_network">
    <metric name="post_cts_resize_count" unit="">0</metric>
    <metric name="post_cts_hold_buffer_count" unit="">0</metric>
    <metric name="tritoncts" unit="">built</metric>
    <metric name="postCtsSetupRepairBufs" unit="">0</metric>
    <metric name="path_clk_slew" unit="ns">0.09</metric>
    <metric name="clkSinkCount" unit="">41</metric>
  </group>
  <group name="final_timing">
    <metric name="rsz0062_at_grt" unit="">false</metric>
    <metric name="worst_slew_pin_slew" unit="ns">0.5253</metric>
    <metric name="maxSlewHeadroom" unit="">0.6485</metric>
    <metric name="fin_worst_skew" unit="ns">0.006428</metric>
    <metric name="drv_slew" unit="">0</metric>
    <metric name="finalSetupTns" unit="ns">0</metric>
    <metric name="setup_viol" unit="">0</metric>
    <metric name="report.final.hold_viol_count" unit="">0</metric>
  </group>
  <group name="global_routing">
    <metric name="grt.overflow.total" unit="">0</metric>
    <metric name="grt_start_max_net_pins" unit="">15</metric>
    <metric name="antenna_found_initial" unit="">0</metric>
    <metric name="first_global_vias" unit="">1325</metric>
    <metric name="grt_pass1_wl" unit="µm">5865</metric>
    <metric name="grt_util_all_layers" unit="">0.1501</metric>
  </group>
  <group name="critical_path">
    <metric name="path_class" unit="">primary input to flop</metric>
    <metric name="timing.critical_path.from_type" unit="">primary input</metric>
    <metric name="endpoint_kind" unit="">flop</metric>
    <metric name="worstPathArrival" unit="ns">2.48</metric>
    <metric name="crit_path_max_fanout" unit="">8</metric>
    <metric name="cp_cell_instances" unit="">clkdlybuf4s50_1 -&gt; or3_4 -&gt; a2111oi_4 -&gt; o2111ai_1 -&gt; o311ai_1</metric>
    <metric name="worst_path_largest_cell_delay" unit="ns">0.55</metric>
    <metric name="cp_data_required_time" unit="ns">4.26</metric>
    <metric name="cp_slowest_cell" unit="">a2111oi_4</metric>
  </group>
  <group name="floorplanning">
    <metric name="i_o_pin_cnt" unit="">32</metric>
    <metric name="dieHeight" unit="µm">70.25</metric>
    <metric name="die_area" unit="mm²">0.004934</metric>
    <metric name="fp-row-count" unit="">24</metric>
    <metric name="coreArea" unit="mm²">0.004414</metric>
    <metric name="floorplan.core_util" unit="">0.4221</metric>
    <metric name="die_outline_width" unit="µm">70.25</metric>
  </group>
  <group name="placement">
    <metric name="placed_area" unit="mm²">0.002225</metric>
    <metric name="io_buffers" unit="">30</metric>
    <metric name="place.detailed.hpwl" unit="µm">2384</metric>
    <metric name="gp_routability_congestion" unit="">0.8847</metric>
  </group>
  <group name="pwr">
    <metric name="power_per_cell_area" unit="mW/mm²">481.8</metric>
    <metric name="power.ir.vdd_worst" unit="mV">0.3723</metric>
    <metric name="leakagePower" unit="nW">0.9458</metric>
  </group>
  <group name="finish">
    <metric name="comb_area" unit="µm²">962.2</metric>
    <metric name="layout_top_cell_excl_fill_tap" unit="">dfxtp_1</metric>
    <metric name="final_area" unit="mm²">0.002341</metric>
    <metric name="area.growth.synth_to_final" unit="%">25.66</metric>
    <metric name="flop_area" unit="µm²">840.8</metric>
    <metric name="post_route_cells_drive_above_1_share" unit="">0.05128</metric>
    <metric name="layout.cells.most_common_list" unit="">dfxtp_1, clkdlybuf4s50_1, nor2_1</metric>
    <metric name="filler_cell_count" unit="">404</metric>
  </group>
  <group name="status">
    <metric name="run_status" unit="">finished clean</metric>
  </group>
  <group name="flow_run">
    <metric name="warnings" unit="">35</metric>
    <metric name="maxCapViolations" unit="">0</metric>
  </group>
</metrics>
sequential cells by signal (all words and copies together), names as in the netlist:
signal,count
a,4
b,4
c,4
cc,4
d,4
e,4
ee,4
f,4
ff,4
k1,2
k1k,1
k2,1
k2k,1
routing by layer:
| layer | track usage | part of all wire |
|---|---|---|
| met1 | 0.2173 | 0.51 |
| met2 | 0.2328 | 0.43 |
| met3 | 0.04526 | 0.044 |
| met4 | 0.02444 | 0.013 |
| met5 | 0 | 0 |
metrics by stage:
step	utilization	worst slack [ns]	cells	power, mW	hold slack, ns
after global routing	0.5303	1.674	286	1.204	0.4423
after global placement	0.5040	1.546	278	0.8044	0.4467
after floorplan	-	2.120	197	0.6839	0.4123
final	0.5303	1.777	286	1.128	0.4329
after detailed placement	0.5040	1.518	278	0.8040	0.4479
after CTS	0.5303	1.772	286	1.142	0.4294
synthesized netlist by cell type (2+ instances only):
| master | number | area (µm²) |
|---|---|---|
| nand2_1 | 17 | 63.81 |
| and3_1 | 2 | 12.51 |
| o21ai_0 | 11 | 55.05 |
| mux2_2 | 3 | 33.78 |
| xnor2_1 | 8 | 70.07 |
| mux2i_1 | 3 | 30.03 |
| dfxtp_1 | 39 | 780.8 |
| a21boi_0 | 3 | 22.52 |
| nand2b_1 | 3 | 18.77 |
| a21oi_1 | 9 | 45.04 |
| nand4_1 | 2 | 12.51 |
| edfxtp_1 | 2 | 60.06 |
| inv_1 | 15 | 56.30 |
| or3_1 | 2 | 12.51 |
| xor2_1 | 3 | 26.28 |
| nand3b_1 | 6 | 45.04 |
| a211oi_1 | 7 | 52.55 |
| nand3_1 | 4 | 20.02 |
| o22ai_1 | 3 | 18.77 |
| nor2_1 | 23 | 86.33 |
| ha_1 | 15 | 187.7 |
| nor3_1 | 2 | 10.01 |
final timing paths:
check | startpoint | end | slack [ns] | depth (start not counted)
min reg2reg | cc[0]$_DFF_P_ | c[0]$_SDFF_PN0_ | 0.43 | 2
max | key1 | ee[2]$_DFF_P_ | 1.78 | 5
min in group clk0 | k1[1]$_DFF_P_ | k1[1]$_DFF_P_ | 0.46 | 1
max reg2reg | f[0]$_SDFF_PP0_ | ff[1]$_DFF_P_ | 2.22 | 6
min | cc[0]$_DFF_P_ | c[0]$_SDFF_PN0_ | 0.43 | 2
max in group clk1 | f[0]$_SDFF_PP0_ | e[2]$_SDFF_PP0_ | 2.25 | 6
worst max-delay path, delay by kind of cell:
family                 cells  cell delay (ns)
AOI/OAI and AO/OA          3             0.84
and+or+nand+nor            1             0.36
buffers and inverters      1             0.46
cell type report:
cell class	instances	share of cell area
multi-input combinational	140	0.4110
sequential	41	0.3592
timing repair buffer	30	0.1283
clock buffer	7	0.03688
tap	52	0.02779
inverter	15	0.02405
clock inverter	1	0.01283
logic make-up after synthesis:
kind of cell | after synthesis
AOI/OAI and AO/OA | 40
xor gates and xnor gates | 11
adders and majority gates | 15
buffers and inverters | 16
DFF | 41
muxes | 6
and+or+nand+nor | 68
power breakdown:
group | internal (mW) | switching (mW) | leakage, nW
clock | 0.199 | 0.131 | 0.0585
sequential | 0.477 | 0.0663 | 0.341
combinational | 0.154 | 0.100 | 0.546
total | 0.830 | 0.298 | 0.946
Power figures rest on the tool's default switching activity, not on a simulated workload.
