File: /design/flow/constraint.sdc
current_design naozhong

set clk_period 4.4
set clk_io_pct 0.2

create_clock -name clk0 -period $clk_period [get_ports {clk}]

set non_clock_inputs [all_inputs -no_clocks]
set_input_delay [expr $clk_period * $clk_io_pct] -clock clk0 $non_clock_inputs
set_output_delay [expr $clk_period * $clk_io_pct] -clock clk0 [all_outputs]
File: /design/flow/run.sh
#!/bin/bash
# OpenROAD 26Q1-2900-gdf79404cd8, Yosys 0.63+post, stock flow scripts
make -C /OpenROAD-flow-scripts/flow DESIGN_CONFIG=/design/flow/config.mk WORK_HOME=/design/flow/orfs finish
File: /design/flow/design.v
module naozhong(mk,key1,key2,clk,c,d,e,f,cc,dd,ee,ff,k1,linerow); 
input clk;
input [1:0]mk;
input key1,key2;
input [3:0]c,d,e,f;
output [3:0]cc,dd,ee,ff;
output  [1:0]k1;
output linerow;
reg  [3:0]cc,dd,ee,ff;
reg [1:0]k1;
reg  linerow;
reg k1k,k2k;
reg	k2;
always @(posedge clk) 
begin
if(cc==c&&dd==d&&ee==e&&ff==f)
		begin
			linerow=1'b1;
		end
	else
		linerow=1'b0;
if(mk==2'b11)
begin	
	if(key1==0)
		begin
			if(k1k==0)
				begin
					 k1=k1+2'b01;
				end 
					k1k=1;
		end		
			else
				k1k=0;
	if(key2==0)
		begin
			if(k2k==0)
				begin
					k2=1'b1;
				end 
						k2k=1;
		end 
			else
				begin
				k2k=0;
				k2=1'b0;
				end
	if(k1==2'b00||k1==2'b10) 
		if(k2)
			begin
				cc=cc+4'b0001;
			if(cc==4'b1010)begin cc=4'b0000;dd=dd+4'b0001;
				if(dd==4'b0110)begin dd=4'b0000;ee=ee+4'b0001;
					if(ee==4'b1010)begin ee=4'b0000;ff=ff+4'b0001;
									end
								end
							end
			if(ff==4'b0010&&ee==4'b0100)begin ee=4'b0000;ff=4'b0000;end
			end
	if(k1==2'b01||k1==2'b11) 
		if(k2)
			begin
				ee=ee+4'b0001;
				if(ee==4'b1010)begin ee=4'b0000;ff=ff+4'b0001;end									
				if(ff==4'b0010&&ee==4'b0100)begin ee=4'b0000;ff=4'b0000;end
			end
end
end
endmodule
File: /design/flow/config.mk
export PLATFORM = sky130hd
export DESIGN_NAME = naozhong
export DESIGN_NICKNAME = naozhong
export VERILOG_FILES = /design/flow/design.v
export SDC_FILE = /design/flow/constraint.sdc
export NUM_CORES = 4
export LEC_CHECK = 1
export CORE_UTILIZATION = 30
==> impl_metrics.json <==
{
  "cp-start-kind": "input pin",
  "ys.flop_type": "edfxtp_1",
  "regArea_um2": 651,
  "finalWeightedCongestion": 0.922,
  "worst_pin_slew_ns": 0.758,
  "n_antenna_cell": 0,
  "fin_ws_ns": 0.527,
  "enable_flop_cells": 21,
  "min_period_over_period": 0.880,
  "max_freq_ghz": 0.258,
  "syn_avg_cell_area_um2": 9.05,
  "postSynthSeqShare": 0.301,
  "grt_pass1_vias": 1767,
  "hold_class": "reg -> reg",
  "clock_path_buffers": 2,
  "syn_area_um2": 2160,
  "drt_iter0_drc": 189,
  "ys_top_cells_by_area": "edfxtp_1, xnor2_1, ha_1",
  "path_max_fanout": 6,
  "place_ws_ns": 0.270,
  "hold_ws_ns": 0.608,
  "portBuffers": 39,
  "synthCells": 239,
  "io_pins": 40,
  "reg2reg_depth": 14,
  "ir_worst_vdd_mv": 0.142,
  "crit_required_ns": 4.51,
  "clkSlewWorstSetupHoldPaths_ns": 0.09,
  "grt_max_degree": 14,
  "cap_violations": 0,
  "maxSlewHeadroom": 0.492,
  "synth.top_cell.area_share": 0.292,
  "slew_violations": 0,
  "drc": 0,
  "die_width_um": 86.9,
  "clk_latency_ns": 0.27,
  "cpMostUsedCell": "a31oi_1",
  "overflow": 0,
  "status": "finished clean",
  "synth_flops": 22,
  "core-area_um2": 6870,
  "hold_viol": 0,
  "slowest_delay_ns": 0.46,
  "top_area_cell": "edfxtp_1",
  "synthArstFlopShare": 0,
  "synth_chip_area_um2": 2160,
  "drt-total-wl_mm": 5.21,
  "critPathCaptureType": "flop",
  "warnings": 29,
  "fp-utilization": 0.315,
  "ctsHoldBuffers": 0,
  "power.internal_mw": 0.420,
  "clkPwrFrac": 0.350,
  "post_cts_buffers": 0,
  "fillers": 693,
  "drive_above_1_share": 0.0842,
  "die_y_um": 86.9,
  "post-dp-hpwl_mm": 3.95,
  "drt_pass1_iterations": 4,
  "cts_buffers": 3,
  "h-tree-depth": 1,
  "critPathKind": "in -> reg",
  "vias_per_cell": 5.02,
  "clkSinkCount": 22,
  "drtAntennaViolNets": 0,
  "crit_slowest_cell": "clkdlybuf4s50_1",
  "arrival_ns": 3.98,
  "combGateArea_um2": 1360,
  "common_cells": "xnor2_1, edfxtp_1, nor2_1",
  "grt_pass1_wl_mm": 8.86,
  "synth_stat.cells": 239,
  "p_leak_nw": 0.946,
  "yosys_warnings": 1,
  "vias": 1853,
  "areaGrowthSynthToFinish_pct": 23.7,
  "die-area_um2": 7550,
  "comb_power_share": 0.203,
  "row_count": 30,
  "p_sw_mw": 0.137,
  "setup-violations-final": 0,
  "fin_tns_setup_ns": 0,
  "pwr-share-seq": 0.446,
  "holdPathStages": 1,
  "period_needed_ns": 3.87,
  "post-synth-top-count-cell": "xnor2_1",
  "crit_chain": "clkdlybuf4s50_1 -> o21a_1 -> or2_1 -> nor2_1 -> nand3_1 -> o31ai_1 -> ha_1 -> a31oi_1 -> a31oi_1 -> nand4b_1 -> o22ai_2 -> a221oi_2",
  "cts_root_buf": "clkbuf_8",
  "synth_cell_type_count": 64,
  "fin_worst_skew_ns": 0.00523,
  "wl_per_cell_um": 14.1,
  "cts_resized": 0,
  "antenna_found_initial": 0,
  "p_sw_frac": 0.247,
  "powerDensity_nw_per_um2": 208,
  "grt.total_usage": 0.153,
  "cts_tree": "built",
  "rsz0062_at_grt": "no"
}
-- routing by layer --
layer | vias to the layer above | global-route usage | routed length [um]
met5 | - | 0 | 0
met4 | 0 | 0.0227 | 70
met3 | 6 | 0.0212 | 280
met2 | 51 | 0.232 | 2250
met1 | 857 | 0.243 | 2610
li1 | 939 | - | -
-- per-stage QoR --
stage	util	total power [mW]	area, um2	instances
finish	0.389	0.557	2680	369
floorplan	-	0.325	2160	239
CTS	0.389	0.566	2680	369
detailed placement	0.379	0.366	2600	365
global placement	0.379	0.366	2600	365
global route	0.389	0.589	2680	369
-- cells in the final DEF, fill, tap and decap left out, drive strengths merged, types with 2 or more instances in the layout --
| cell type | synthesis | final |
|---|---|---|
| nor4 | 4 | 4 |
| buf | 9 | 4 |
| ha | 10 | 10 |
| and3b | 2 | 2 |
| nand2 | 18 | 18 |
| o22ai | 2 | 2 |
| a21oi | 7 | 7 |
| o21bai | 2 | 2 |
| nand2b | 4 | 4 |
| nor2b | 4 | 4 |
| nor4b | 2 | 2 |
| and2 | 3 | 3 |
| or2 | 4 | 4 |
| o31ai | 3 | 3 |
| clkdlybuf4s50 | 0 | 39 |
| clkbuf | 4 | 3 |
| o21ai | 5 | 5 |
| nand3 | 8 | 8 |
| nor2 | 19 | 19 |
| a21o | 3 | 3 |
| o311ai | 2 | 2 |
| a31oi | 8 | 8 |
| edfxtp | 21 | 21 |
| nand4 | 8 | 8 |
| inv | 15 | 15 |
| a21boi | 2 | 2 |
| nor3 | 8 | 8 |
| xnor2 | 28 | 28 |
| nor3b | 3 | 3 |
| xor2 | 6 | 6 |
-- layout make-up --
type                            instances  area share
Multi-Input combinational cell        189       0.507
Clock inverter                          1      0.0112
Tap cell                               96      0.0449
Sequential cell                        22       0.243
Inverter                               15      0.0210
Clock buffer                            3      0.0154
Timing Repair Buffer                   43       0.157
-- worst max-delay path, delay by kind of cell --
family	cells	cell delay [ns]
compound gates	6	1.42
fa+ha+maj	1	0.35
buf+inv	1	0.46
simple gates	4	0.88
-- flip-flops by register name, summed over array words and instances, names as in the netlist, 2 cells and up --
register and flops:
cc 4, dd 4, ee 4, ff 4, k1 2
-- path summary, 6_finish.rpt --
path,from,endpoint,slack (ns)
worst max-delay path,key1,ff[1]$_DFFE_PN_,0.53
worst min-delay path,k1[1]$_DFFE_PN_,k1[1]$_DFFE_PN_,0.61
worst max register to register,cc[0]$_SDFFCE_PN0P_,ff[1]$_DFFE_PN_,0.55
worst min register to register,k1[1]$_DFFE_PN_,k1[1]$_DFFE_PN_,0.61
-- power by group through the flow --
stage / combinational, mW / clock (mW) / sequential, mW
CTS: 0.114 / 0.203 / 0.249
global route: 0.126 / 0.213 / 0.250
finish: 0.113 / 0.195 / 0.249
-- logic make-up after synthesis --
| kind of cell | share of synthesized area |
|---|---|
| xor+xnor | 0.138 |
| mux | 0.00984 |
| compound gates | 0.173 |
| fa+ha+maj | 0.0579 |
| simple gates | 0.249 |
| flops | 0.301 |
| buf+inv | 0.0718 |
No activity file was given, so power comes from the tool's default toggle rates.
