==> flow/design.v <==
module fenpin(clk,f1Hz,f100Hz,f); 
input clk;
output f1Hz,f100Hz,f; 
reg f1Hz,f100Hz,f;
integer i,j,k;
always @(posedge clk)
begin
	if(i==25000000-1)
		begin
			f1Hz=~f1Hz; 
			i=0;
		end
	else
		i=i+1;	
end 
always @(posedge clk)
begin
	if(j==250000-1)
		begin
			f100Hz=~f100Hz; 
			j=0;
		end
	else
		j=j+1;	
end 
always @(posedge clk)
begin
	if(k==25000-1)
		begin
			f=~f; 
			k=0;
		end
	else
		k=k+1;	
end 
endmodule
==> flow/run.sh <==
#!/bin/bash
# OpenROAD 26Q1-2900-gdf79404cd8, Yosys 0.63+post, stock flow scripts
make -C /OpenROAD-flow-scripts/flow DESIGN_CONFIG=/design/flow/config.mk WORK_HOME=/design/flow/orfs finish
==> flow/config.mk <==
export PLATFORM = sky130hd
export DESIGN_NAME = fenpin
export DESIGN_NICKNAME = fenpin
export VERILOG_FILES = /design/flow/design.v
export SDC_FILE = /design/flow/constraint.sdc
export NUM_CORES = 4
export LEC_CHECK = 1
export CORE_UTILIZATION = 30
==> flow/constraint.sdc <==
current_design fenpin

set clk_period 4.1
set clk_io_pct 0.2

create_clock -name clk0 -period $clk_period [get_ports {clk}]

set non_clock_inputs [all_inputs -no_clocks]
set_input_delay [expr $clk_period * $clk_io_pct] -clock clk0 $non_clock_inputs
set_output_delay [expr $clk_period * $clk_io_pct] -clock clk0 [all_outputs]
==> run summary <==
fresh numbers from the pnr run: outcome finished clean, Leakage 1.62 nW, overall die area 15,100 µm², Crit Path Class reg -> out, ANT nets after route 0, final worst slack 2140 ps, Reg power frac 55.7%, die y size ~120 µm, CTS tree built, Worst slew margin 42.2%, Data required, critical path between 3000 and 4000 ps, Buf/Inv on CP 1, final setup TNS 0 ps, Tool Warnings 25, placed instance count 640, worst path cell trace clkdlybuf4s50_1, worst hold path type reg -> reg, vias per std cell 5.02, Ports 4, synthesized cell area ~4400 µm², EDFF count, synth 3, Post-Route WL 7.81 mm, grt ovf 0, Adders+Majority by Area less than 1%, delay-heaviest family, CP buffers and inverters, critical path capture point type primary output, Syn-to-layout area delta 11.1%, Flops after synth 99, Worst Tran Pin Value between 800 and 900 ps, Detailed Routing Iterations Pass 1 5, drc violations 0, Logic pwr share 0%, Final Instance Area 4880 µm², max-slew violations 0, r2r worst-path depth 4, Cell variety after synth 45, post-synthesis async set-or-reset flop share 0%, worst vdd ir 0.000161 V, simple-gate share of the synthesized area 31.9%, unrepaired setup endpoints after global routing no, clock network fraction of total power 44.3%, site row count 43, Hold Path Depth 1, slowest CP cell clkdlybuf4s50_1, Post-synth top flop dfxtp_1, Root Driver clkbuf_16, Core Util, Final 34.6%, crit path DAT 1140 ps, yosys stat cell total roughly 470, Net Sw Frac 20.5%, first-pass GRT wire length 13.8 mm, Post-Synthesis Cells about 470, Yosys Chip Area around 4400 µm², post-route insts no fill 656, gpl congestion 0.816, Final min period 1960 ps, Core Util at FP 31.2%, Avg WL per Cell around 12 µm, routed vias 3,295, comb area leader simple AND/OR/NAND/NOR gates, CTS Buffer Depth 2, Worst Setup Start Kind register, Post-CTS Setup Bufs 0, area fraction in compound gates under 10%, initial antenna violation count 0, Max Cap Viol 0, largest net degree at the start of global routing 18, yosys warns 1, I/O Buffers 3, Avg Cell Area, Syn 9.43 µm², power per cell area 355 nW/µm², number of clock sinks 99, critical path peak fanout 2, Post-synth seq share 45.8%, Multiplexer share 0%, clk_skew 7.04 ps, share of layout cells above drive strength 1 6.30%, clk latency of the worst-skew pair approximately 340 ps, GRT Util Overall a little under an eighth, Starting DRT DRC Count 160, diode count 0, Int Power ~1.4 mW, Core Box Area 14,100 µm², H-tree lvl count 3, Place WS around 2200 ps, DP Area 4610 µm², total CTS buffers 9, count of cells resized by post-cts repair 0, Max Clk Rate 0.510 GHz, WP depth 1, Detailed Place HPWL approximately 5.4 mm, CP peak stage delay around 460 ps, XOR Share, Synth approximately 16%, Die X 123 µm, clock-pin slew on the worst setup and hold paths 70 ps, Hold Buf Count CTS 0, total net switching power between 300 and 400 µW, Fin. Hold Viols 0, number of global-route vias before repair ~3,000, final setup fails 0, cycle use final between 40% and 50%
==> synthesized netlist by cell type, types with 6 or more instances <==
cell type  number  area, µm²
nor2_1         40        150
and4_1          6       52.6
nand2_1        27        101
xnor2_1        59        517
or3_1           6       37.5
nand4_1        38        238
o21ai_0         8       40.0
inv_1          12       45.0
a21oi_1         6       30.0
nor4_1         33        206
and3_1         11       68.8
clkbuf_1        6       22.5
dfxtp_1        96       1920
nor3_1         16       80.1
nand3_1        33        165
xor2_1         21        184
==> state kept, by name (all words and copies together) (netlist names) <==
| register | count |
|---|---|
| i | 32 |
| f1Hz | 1 |
| f | 1 |
| f100Hz | 1 |
| k | 32 |
| j | 32 |
==> power groups by stage <==
stage,Clock [mW],Combinational (mW),Sequential [mW]
finish,0.769,0.000000673,0.965
global route,0.832,0.000000673,0.964
CTS,0.792,0.000000673,0.965
==> routing by layer <==
layer | track usage (%) | vias to the layer above | part of all wire, %
li1 | - | 1711 | -
met1 | 18.1 | 1526 | 52
met3 | 1.65 | 14 | 2.5
met2 | 16.4 | 44 | 43
met4 | 2.33 | 0 | 2.5
met5 | 0 | - | 0
==> layout make-up <==
type	instances	area, µm²
fill	1420	9210
sequential	99	2010
timing repair buffer	5	45.0
tap	180	225
multi-input combinational	344	2280
clock inverter	6	41.3
inverter	12	45.0
clock buffer	10	229
==> placed cells by master, fill, tap and decap left out, types with 3 or more instances in the layout <==
cell and count:
nor2_1 40, clkdlybuf4s50_1 3, nand3_1 33, a21oi_1 6, o21ai_0 8, edfxtp_1 3
ha_1 3, dfxtp_1 96, xnor2_1 59, nor3_1 16, clkinv_2 3, clkbuf_16 9
inv_1 12, nor2b_1 3, and4_1 6, and3_1 11, or3_1 6, nor4b_1 3
xor2_1 21, nand4_1 38, nor4_1 33, nand2_1 27, or4_1 3, nor4_4 3
==> logic make-up (layout without fill, tap and decap cells) <==
logic type / after synthesis / in the layout
adders and majority gates: 3 / 3
DFF: 99 / 99
buffers and inverters: 23 / 33
xor gates and xnor gates: 80 / 80
AOI/OAI and AO/OA: 23 / 23
and+or+nand+nor: 238 / 238
==> path summary, 6_finish.rpt <==
kind                from     end  slack (ps)
hold / removal      k[0]    k[0]         450
setup reg to reg    i[2]   i[19]        2210
hold reg to reg     k[0]    k[0]         450
setup / recovery  f100Hz  f100Hz        2140
==> per-stage QoR <==
step,hold slack [ps],power [mW]
floorplan,418,0.987
global placement,436,0.987
detailed placement,437,0.987
CTS,452,1.76
global route,477,1.80
finish,449,1.73
Power figures rest on the tool's default switching activity, not on a simulated workload.
